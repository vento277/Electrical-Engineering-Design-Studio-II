`./design.v`:
```
module buffer(data_in, data_out, slow_clock, fast_clock, reset);
input [15:0] data_in;
output reg data_out;
input slow_clock, fast_clock, reset;
reg[4:0] counter;
reg[1:0] state, next_state;
always@(posedge(fast_clock)) begin
   if(reset == 1) begin
    counter = 0;
    state = 2'b11;
   end
   else begin
        if(state == 2'b01) begin
            counter = counter + 1;
        end
        else if(state != 2'b01) begin
            counter = 4'd0;
        end
        state = next_state;
   end
end
always@(*) begin
    case(state)
        2'b00: begin 
            next_state = 2'b01;
            data_out = 0;
        end
        2'b01: begin
            next_state = 2'b01;
                data_out = data_in[counter];
            if(counter == 4'd15) begin
                next_state = 2'b10;
            end
        end
        2'b10: begin
            next_state = 2'b10;
            data_out = 2'b00;
            if(slow_clock == 0) begin
                next_state = 2'b11;
            end
        end
        2'b11: begin
            next_state = 2'b11;
            data_out = 2'b00;
            if(slow_clock == 1) begin
                next_state = 2'b01;
            end
        end
    endcase
end
endmodule
module debuffer(data_in, data_out, slow_clock, fast_clock, reset);
input data_in;
output reg [15:0] data_out;
input slow_clock, fast_clock, reset;
reg[3:0] counter;
reg [6:0] wait_counter;
reg[1:0] state, next_state;
reg data_out_15, data_out_14, data_out_13, data_out_12, data_out_11, data_out_10, data_out_9, data_out_8, data_out_7, data_out_6, data_out_5, data_out_4, data_out_3, data_out_2, data_out_1, data_out_0;
always@(posedge(fast_clock)) begin
   if(reset == 1) begin
        counter = 0;
        state = 2'b10;
   end
   else begin
        if(state == 2'b00) begin
            case(counter)
                4'd15:data_out_15 = data_in;
                4'd14:data_out_14 = data_in;
                4'd13:data_out_13 = data_in;
                4'd12:data_out_12 = data_in;
                4'd11:data_out_11 = data_in;
                4'd10:data_out_10 = data_in;
                4'd9:data_out_9 = data_in;
                4'd8:data_out_8 = data_in;
                4'd7:data_out_7 = data_in;
                4'd6:data_out_6 = data_in;
                4'd5:data_out_5 = data_in;
                4'd4:data_out_4 = data_in;
                4'd3:data_out_3 = data_in;
                4'd2:data_out_2 = data_in;
                4'd1:data_out_1 = data_in;
                4'd0:data_out_0 = data_in;
            endcase
            counter = counter + 1;
        end
        else if(state != 2'b00) begin
            counter = 4'd0;
            data_out = {data_out_15, data_out_14, data_out_13, data_out_12, data_out_11, data_out_10, data_out_9, data_out_8, data_out_7, data_out_6, data_out_5, data_out_4, data_out_3, data_out_2, data_out_1, data_out_0};
        end
        if(state == 2'b11) begin
            wait_counter = wait_counter + 1;
        end
        else if(state != 2'b11) begin
            wait_counter = 0;
        end
        state = next_state;
   end
end
always@(*) begin
    case(state)
        2'b00: begin
            next_state = 2'b00;
            if(counter == 4'd15) begin
                next_state = 2'b01;
            end
        end
        2'b01: begin
            next_state = 2'b01;
            if(slow_clock == 0) begin
                next_state = 2'b10;
            end
        end
        2'b10: begin
            next_state = 2'b10;
            if(slow_clock == 1) begin
                next_state = 2'b11;
            end
        end
        2'b11: begin
            next_state = 2'b11;
            if(wait_counter == 7'd71) begin
                next_state = 2'b00;
            end
        end
    endcase
end
endmodule
```
`./run.sh`:
```
#!/bin/bash
# OpenROAD 26Q1-2900-gdf79404cd8, Yosys 0.63+post, stock flow scripts
make -C /OpenROAD-flow-scripts/flow DESIGN_CONFIG=/design/flow/config.mk WORK_HOME=/design/flow/orfs finish
```
`./config.mk`:
```
export PLATFORM = sky130hd
export DESIGN_NAME = debuffer
export DESIGN_NICKNAME = debuffer
export VERILOG_FILES = /design/flow/design.v
export SDC_FILE = /design/flow/constraint.sdc
export NUM_CORES = 4
export LEC_CHECK = 1
export CORE_UTILIZATION = 30
```
`./constraint.sdc`:
```
current_design debuffer

set clk_period 1.9
set clk_io_pct 0.2

create_clock -name clk0 -period $clk_period [get_ports {fast_clock}]

set non_clock_inputs [all_inputs -no_clocks]
set_input_delay [expr $clk_period * $clk_io_pct] -clock clk0 $non_clock_inputs
set_output_delay [expr $clk_period * $clk_io_pct] -clock clk0 [all_outputs]
```
==> run summary <==
Synthesis and PnR results.

- The run finished with clean final reports.
- The number of antenna violations at the first check in global routing is 0.
- The number of global-route vias before repair is 1232.
- The mean post-synth cell area is roughly 12 um2.
- Per the final timing report, the hold violations number 0.
- The cell total in the yosys stat output is approximately 170.
- The leading cell type in the layout, fill and taps excluded is edfxtp_1.
- The number of register bits inferred by synthesis is about 45.
- The largest net degree at the start of global routing is 17.
- The final weighted congestion in routability-driven placement reads 0.910.
- After detailed routing, the number of remaining DRC violations is 0.
- The startpoint type of the worst setup path is a register.
- The TritonCTS sink count reads about 45.
- The final tally of max-slew violations is 0.
- The depth of the CTS H-tree is 2.
- The via count is around 1.4k.
- The netlist area before placement reads 0.00198 mm2.
- The pre-placement core utilization is a little under a third.
- On the reported timing paths, the clock transition at the registers reads 0.08 ns.
- The share of Yosys cell area claimed by the top area cell type reads approximately 59%.
- The launch instance of the worst register-to-register path is counter[0]$_SDFF_PP0_.
- The total routing usage reported by global routing is about a tenth.
- Along the worst path, the maximum fanout reaches 8.
- The final antenna diode tally reported by the flow is 0.
- The worst setup path startpoint is counter[0]$_SDFF_PP0_.
- The tool warning count reads 29.
- In this run the register-to-register setup slack is about 0.084 ns.
- The critical setup path kind reads reg -> reg.
- The maximum vdd drop is 0.364 mV.
- The type of destination of the critical path is a register.
- For this run, the number of Yosys warnings is 1.
- The residual overflow from global routing is 0.
- The number of maximum-capacitance constraint violations reads 0.
- The I/O pin total reads 20.
- Measured along the y axis, the die boundary spans 83.2 um.
- The detailed-route wire length is ~3400 um.
- The remaining max-slew budget at the tightest pin reads 70.1%.
- With fillers left out, the area of the finished cells amounts to 0.00258 mm2.
- According to the floorplan log, the row count is 29.
- The slew of the pin with the lowest slew margin is between 0.4 and 0.5 ns.
- Per the OpenROAD floorplan log, the area of the core is around 0.0063 mm2.
- The area of the synthesized netlist per yosys stat is slightly below 0.002 mm2.
- The first-pass GRT wire length is roughly 5700 um.
- The area added between synthesis and finish is 30.5%.
- The number of failing setup endpoints in the final timing report reads 0.
- The sequential fraction of the synthesis area is 65.4%.
- Clock skew on the completed layout was measured at 0.00884 ns.
- Detailed placement finished with a half-perimeter wire length of ~2400 um.
- The maximum clock insertion buffer count is 2.
- The clock latency reported for the late side of the worst-skew pair is roughly 0.3 ns.
- The synthesis report lists the most area-consuming cells as edfxtp_1 59%, dfxtp_1 6.1%, ha_1 3.8%.
- The classification of the worst-slack hold path reads reg -> reg.
- The minimum period implied by the final worst setup slack is approximately 1.8 ns.
- The chip area reads between 0.006 and 0.007 mm2.
- In this run the static leakage power is 0.900 nW.
- Dividing total power by cell area gives a power density of ~670 mW/mm2.
- Post-route period utilization is reported as between 90% and 100%.
- The post-route utilization of the core is recorded as 40.6%.
- According to the timing report, the data required time at the worst endpoint equals between 1.5 and 2 ns.
- The violation tally recorded at the end of detailed-routing iteration 0 is 127.
- The routed design shows a wire length per standard cell of 11.8 um.
- In the final layout, the share of cells above drive strength 1 is between 20% and 30%.
- Synthesis handed over a netlist of about 170 instances.
- The quantity of I/O buffers inserted on ports reads 19.
- The die width is a little over 80 um.
- The CTS tree reads done.
- The highest clock frequency the design can meet is between 500 and 600 MHz.
- The arrival time of data at the critical path endpoint is between 1.5 and 2 ns.
- The post-placement cell area is between 0.002 and 0.0025 mm2.
- The total iterations of the first detailed-routing run is 4.
- For this run, the detailed router reports a per-instance via density of 4.83.
- The cell chosen for the clock root is clkbuf_8.
- The distinct cell type count of the synthesized netlist is 33.
- By instance count after routing, the leading logic cell types are 39 x edfxtp_1, 20 x buf_4, 19 x clkdlybuf4s50_1.
- The number of clock buffers added by TritonCTS is 5.
- The launch point of the worst min-delay path is recorded as data_out_6$_DFFE_PP_.
- The post-detailed-route count of antenna-violating nets reads 0.
- The cell type with the largest total area after synthesis is edfxtp_1.
cell type report:
| type | count | area (um2) |
|---|---|---|
| Fill cell | 566 | 3770 |
| Sequential cell | 45 | 1290 |
| Multi-Input combinational cell | 107 | 717 |
| Timing Repair Buffer | 40 | 360 |
| Tap cell | 77 | 96.3 |
| Clock buffer | 5 | 68.8 |
| Inverter | 8 | 30.0 |
| Clock inverter | 3 | 12.5 |
state kept, by name (all words and copies together), names as in the netlist, 2 cells and up:
name and count:
wait_counter 7, data_out 16, state 2, counter 4
worst paths after layout:
path / endpoint / cells after the start
setup / recovery: data_out_11$_DFFE_PP_ / 7
hold / removal: data_out[6]$_DFFE_PP_ / 0
setup reg to reg: data_out_11$_DFFE_PP_ / 7
hold reg to reg: data_out[6]$_DFFE_PP_ / 0
power by group:
| group | switching (W) | internal, W |
|---|---|---|
| Clock | 0.000306 | 0.000248 |
| Sequential | 0.0000147 | 0.00109 |
| Combinational | 0.0000307 | 0.0000380 |
per-layer routing:
layer / up-vias / GRT usage [%] / part of all wire [%]
met3: 9 / 2.02 / 6.2
met4: 0 / 1.88 / 2.8
li1: 688 / - / -
met5: - / 0 / 0
met1: 633 / 17.5 / 47
met2: 46 / 15.4 / 44
cells by family after synthesis:
| logic type | share of synthesized area, % |
|---|---|
| adder cells (fa/ha/maj) | 3.80 |
| buffers and inverters | 2.79 |
| AND/OR/NAND/NOR | 14.6 |
| XOR/XNOR | 2.66 |
| AND-OR/OR-AND | 10.8 |
| flip-flops | 65.4 |
worst max-delay path: stages (launching register included):
cell	delay, ns
dfxtp_2	0.36
inv_1	0.09
ha_2	0.22
buf_4	0.17
nor4_2	0.14
o22ai_1	0.10
a211o_1	0.33
a21oi_2	0.12
cells in the mapped netlist:
master	count
or3_1	3
and2_1	3
nor2_1	15
xnor2_1	3
clkbuf_1	3
ha_1	6
a32o_1	1
nand3_1	4
o22ai_1	1
a211o_1	1
nand2_1	12
o2bb2ai_1	1
a21boi_0	1
xor2_1	3
o21ai_0	15
or2_2	2
o32ai_1	1
nand4b_1	1
edfxtp_1	39
nor2b_1	3
buf_2	2
a21o_1	1
nor3b_1	1
inv_1	7
a21oi_1	13
nand2b_1	1
clkinv_1	1
a211oi_1	2
dfxtp_1	6
and3_1	5
nor4_1	4
buf_1	1
nor3_1	4
through the flow:
| stage | power [W] | setup TNS (ns) | instances | worst slack, ns | hold WS [ns] |
|---|---|---|---|---|---|
| 2_1_floorplan | 0.00116 | 0 | 166 | 0.0659 | 0.400 |
| 3_3_place_gp | 0.00120 | -0.775 | 277 | -0.204 | 0.403 |
| 3_5_place_dp | 0.00120 | -0.839 | 277 | -0.209 | 0.405 |
| 4_1_cts | 0.00175 | 0 | 285 | 0.00701 | 0.423 |
| 5_1_grt | 0.00180 | -0.0892 | 285 | -0.0448 | 0.430 |
| 6_report | 0.00173 | 0 | 285 | 0.0842 | 0.421 |
repair_timing:
action,in CTS,in global routing
resized,3,20
endpoints found under the setup margin,6,13
setup buffers,0,0
pin swaps,0,2
hold buffers,0,0
Power figures rest on the tool's default switching activity, not on a simulated workload.
