**./run.sh**
```bash
#!/bin/bash
# OpenROAD 26Q1-2900-gdf79404cd8, Yosys 0.63+post, stock flow scripts
make -C /OpenROAD-flow-scripts/flow DESIGN_CONFIG=/design/flow/config.mk WORK_HOME=/design/flow/orfs finish
```
**./config.mk**
```make
export PLATFORM = sky130hd
export DESIGN_NAME = SRRC_filter
export DESIGN_NICKNAME = SRRC_filter
export VERILOG_FILES = /design/flow/design.v
export SDC_FILE = /design/flow/constraint.sdc
export NUM_CORES = 4
export LEC_CHECK = 1
export CORE_UTILIZATION = 50
```
**./constraint.sdc**
```tcl
current_design SRRC_filter

set clk_period 17.0
set clk_io_pct 0.2

create_clock -name clk0 -period $clk_period [get_ports {clk}]

set non_clock_inputs [all_inputs -no_clocks]
set_input_delay [expr $clk_period * $clk_io_pct] -clock clk0 $non_clock_inputs
set_output_delay [expr $clk_period * $clk_io_pct] -clock clk0 [all_outputs]
```
**./design.v**
```verilog
module SRRC_filter (clk, reset, symb_in, symb_out);
	input clk, reset;
	input signed[7:0] symb_in;
	output reg signed[7:0] symb_out;
	wire signed [15:0] coeff [0:20];
	wire signed [23:0] sum [0:20];
	wire signed [7:0] buffer [0:20];
	wire signed [23:0] acc;
    integer i;
    tap tap0 (reset, clk, symb_in, buffer[0], coeff[0], 0, sum[0]);
    tap tap1 (reset, clk, buffer[0], buffer[1], coeff[1], sum[0], sum[1]);
    tap tap2 (reset, clk, buffer[1], buffer[2], coeff[2], sum[1], sum[2]);
    tap tap3 (reset, clk, buffer[2], buffer[3], coeff[3], sum[2], sum[3]);
    tap tap4 (reset, clk, buffer[3], buffer[4], coeff[4], sum[3], sum[4]);
    tap tap5 (reset, clk, buffer[4], buffer[5], coeff[5], sum[4], sum[5]);
    tap tap6 (reset, clk, buffer[5], buffer[6], coeff[6], sum[5], sum[6]);
    tap tap7 (reset, clk, buffer[6], buffer[7], coeff[7], sum[6], sum[7]);
    tap tap8 (reset, clk, buffer[7], buffer[8], coeff[8], sum[7], sum[8]);
    tap tap9 (reset, clk, buffer[8], buffer[9], coeff[9], sum[8], sum[9]);
    tap tap10 (reset, clk, buffer[9], buffer[10], coeff[10], sum[9], sum[10]);
    tap tap11 (reset, clk, buffer[10], buffer[11], coeff[11], sum[10], sum[11]);
    tap tap12 (reset, clk, buffer[11], buffer[12], coeff[12], sum[11], sum[12]);
    tap tap13 (reset, clk, buffer[12], buffer[13], coeff[13], sum[12], sum[13]);
    tap tap14 (reset, clk, buffer[13], buffer[14], coeff[14], sum[13], sum[14]);
    tap tap15 (reset, clk, buffer[14], buffer[15], coeff[15], sum[14], sum[15]);
    tap tap16 (reset, clk, buffer[15], buffer[16], coeff[16], sum[15], sum[16]);
    tap tap17 (reset, clk, buffer[16], buffer[17], coeff[17], sum[16], sum[17]);
    tap tap18 (reset, clk, buffer[17], buffer[18], coeff[18], sum[17], sum[18]);
    tap tap19 (reset, clk, buffer[18], buffer[19], coeff[19], sum[18], sum[19]);
    tap tap20 (reset, clk, buffer[19], buffer[20], coeff[20], sum[19], acc);
    always @(posedge clk) begin
        if (reset) begin
            symb_out <= 8'b0;
        end else begin
				symb_out <= acc[23:16];
        end
    end
	assign coeff[0] = -16'sd 171;
	assign coeff[1] = 16'sd 265;
	assign coeff[2] = 16'sd 453;
	assign coeff[3] = -16'sd 85;
	assign coeff[4] = -16'sd 1145;
	assign coeff[5] = -16'sd 1604;
	assign coeff[6] = -16'sd 2;
	assign coeff[7] = 16'sd 4318;
	assign coeff[8] = 16'sd 10364;
	assign coeff[9] = 16'sd 15720;
	assign coeff[10] = 16'sd 17862;
	assign coeff[11] = 16'sd 15720;
	assign coeff[12] = 16'sd 10364;
	assign coeff[13] = 16'sd 4318;
	assign coeff[14] = -16'sd 2;
	assign coeff[15] = -16'sd 1604;
	assign coeff[16] = -16'sd 1145;
	assign coeff[17] = -16'sd 85;
	assign coeff[18] = 16'sd 453;
	assign coeff[19] = 16'sd 265;
	assign coeff[20] = -16'sd 171;
endmodule
module tap(reset, clk, data_in, data_out, coef, sum_in, sum_out);
    input reset, clk;
    input signed [7:0] data_in;
    input signed [15:0] coef;
    input signed [23:0] sum_in;
    output reg signed [7:0] data_out;
    output reg signed [23:0] sum_out;
    always@(posedge clk) begin
        if(reset) begin
			  sum_out <= 0;
			  data_out <= 0;
        end else begin
			  data_out <= data_in;
			  sum_out <= sum_in + coef * data_in;
        end
    end
endmodule
```
==> results.cfg <==
; yosys + openroad results
[run_status]
outcome = complete, no violations

[synth]
logic_family = adder cells
yosys.area_share.adder_pct = 39.71
simple_gate_fraction_of_synth_area_pct = 11.96
synth_area_per_cell_um2 = 9.038
post_synth_xor_area_fraction_pct = 8.616
async_set_or_reset_flop_fraction_in_the_synthesized_netlist_pct = 0
synth.yosys.num_cells = 7056
synth_cells = 7056
number_of_flops_mapped_to_enable_cells_by_yosys = 0
synth.yosys.warnings = 2
synth.distinct_cells = 85
seq_area_frac_synth_pct = 19.68
synth.ff_latch_count = 627
ys_area_um2 = 63770
cell_area_after_synthesis_um2 = 63770
dominantRegCellSynth = dfxtp_1
muxShareOfSynthArea_pct = 0.01766
synth.cellmix.compoundShare_pct = 13.14

[grt]
grt_antenna_before_repair = 8
use_met3_pct = 4.195
globalRouteTotalUtil_pct = 21.88
grt_util_met1_pct = 34.94
largest_net_degree_at_the_start_of_global_routing = 147
grt_overflow_total = 0
gr-max-usage-layer = met1
grt_pass1_wl_mm = 221.9
use_met2_pct = 32.22
first_global_vias = 43930

[worst_setup_path]
critical-path-slowest-cell = clkdlybuf4s50_1
r2r_end = tap3.sum_out[23]
crit_path_drt_ps = 17520
cell_repeated_most_along_the_worst_path = ha_1
path_cells = clkdlybuf4s50_1 -> ha_1 -> ha_1 -> inv_1 -> fa_1 -> fa_1 -> inv_1 -> ha_1 -> a21o_1 -> a21oi_1 -> o21bai_1 -> a21oi_1 -> nor2b_1 -> o21a_1 -> o31a_1 -> o41ai_1 -> xnor2_1 -> nor2_1
critical_path.max_fanout = 5
r2r.worst_path.cells = 25
critical-path-max-stage-delay_ps = 520
crit_path_arrival_time_ps = 7670
worstReg2RegStart = tap2.sum_out[0]
crit_type = input port to flip-flop
setup.reg_to_reg.worst_slack_ps = 10170
end_kind = flip-flop
worst_setup_path_start_kind = input port

[timing]
transition_time_of_the_tightest_slew_check_pin_ps = 903.4
final_hold_viol_count = 0
final.period_utilization_pct = 42.04
timing.fmax_mhz = 139.9
maxSlewHeadroom_pct = 39.34
final.setup.tns_ps = 0
report.final.setup_viol = 0
rsz_0062_raised_after_global_routing = false
timing.final.max_slew_violations = 0
timing.clock.skew_ps = 33.20
time_the_worst_path_needs_with_i_o_delays_and_setup_ps = 7147

[floorplanning]
core_um2 = 126100
dieHeight_um = 359.1
die_area_um2 = 129000
number_of_core_rows = 130
initial_core_util_pct = 50.59
chipWidth_um = 359.1
io-pin-count = 18

[cts]
post-cts-setup-buffer-count = 0
clock.latency.late_pin_ps = 670
clock_sink_total = 627
ctsResizeCount = 0
clk_root_buffer_cell = clkbuf_16
post_cts_hold_buffer_count = 0
h_tree_levels = 3
cts-root-to-sink-buffers = 3
cts_clock_pin_slew_for_the_worst_setup_and_hold_paths_ps = 60
cts_tree = done
number_of_clock_buffers_inserted_by_tritoncts = 79

[route]
drc = 0
route.final.wire_length_mm = 132.8
drtPass1Iterations = 8
postRouteAntennaNets = 0
drtIter0Drc = 2025
number_of_antenna_repair_diodes = 0
detail_routed_net_length_per_standard_cell_um = 15.09
viasPerCell = 5.105
via_count = 44920

[min_path]
worstHoldPathType = flip-flop to flip-flop
hold_end = symb_out[0]
timing.hold.worst_path_depth = 1
min_from = tap20.sum_out[16]

[pwr]
p_per_area_nw_per_um2 = 63.53
peakVddDrop_mv = 0.08903
power_leakage_uw = 0.03707

[layout]
drive_gt1_share_pct = 2.923
syn2layout_area_growth_pct = 7.483
post-route-util_pct = 54.37

[place]
port-buffer-count = 17
gpl.final_weighted_congestion = 0.9132
dpl_hpwl_mm = 109.8

[flow_run]
max_cap_viol = 0
openroad_warning_count = 123
==> cells in the final DEF, fill, tap and decap left out, types with 36 or more instances in the layout <==
| cell type | instances |
|---|---|
| ha_1 | 1312 |
| inv_1 | 1092 |
| nor2_1 | 737 |
| dfxtp_1 | 627 |
| fa_1 | 445 |
| xnor2_1 | 393 |
| a21oi_1 | 367 |
| xor2_1 | 213 |
| a21o_1 | 211 |
| o21ai_0 | 204 |
| nor2b_1 | 201 |
| nand2_1 | 192 |
| nor3_1 | 129 |
| o21a_1 | 96 |
| clkbuf_16 | 81 |
| nand3_1 | 80 |
| nand2b_1 | 69 |
| o21bai_1 | 68 |
| a31oi_1 | 55 |
| a211oi_1 | 46 |
| and3_1 | 36 |
==> worst max path at each step <==
stage	startpoint	endpoint	slack [ps]	depth (start not counted)
CTS	symb_in[2]	tap0.sum_out[22]	9860	18
global route	tap2.sum_out[0]	tap3.sum_out[23]	9650	25
finish	symb_in[2]	tap0.sum_out[22]	9850	18
==> power breakdown <==
group / leakage [uW] / internal [uW] / switching (uW)
clock: 0.00133 / 1050 / 691
sequential: 0.00509 / 1590 / 73.1
combinational: 0.0307 / 425 / 532
total: 0.0371 / 3060 / 1300
==> cell families (layout without fill, tap and decap cells) <==
group,Yosys count,after routing
flops,627,627
buf+inv,1167,1260
simple gates,1617,1617
fa+ha+maj,1757,1757
compound gates,1272,1272
xor+xnor,615,615
mux,1,1
==> metrics by stage <==
stage | setup slack (ps) | cell area, um^2 | hold slack [ps] | cells | power [uW]
after detailed placement | 9145 | 65810 | 424.8 | 8656 | 2645
after global routing | 9646 | 68540 | 455.6 | 8799 | 4614
after CTS | 9858 | 68540 | 440.2 | 8799 | 4416
final | 9853 | 68540 | 435.9 | 8799 | 4355
after floorplan | 10010 | 63770 | 413.8 | 7056 | 2421
after global placement | 9124 | 65810 | 419.2 | 8656 | 2650
==> worst max-delay path: cells and delay by family <==
kind                     cells  cell delay (ps)
AND-OR/OR-AND                7             1410
XOR/XNOR                     1              160
adder cells (fa/ha/maj)      5             1930
buffers and inverters        3              610
AND/OR/NAND/NOR              2              130
==> per-layer routing <==
| layer | share of wire (%) | vias up |
|---|---|---|
| met3 | 4.8 | 149 |
| met4 | 1.9 | 2 |
| met1 | 51 | 20490 |
| met5 | 0.0098 | - |
| li1 | - | 23710 |
| met2 | 42 | 563 |
==> synthesized netlist by cell type, drive strengths merged (20+ instances only) <==
master / count / area [um^2]
ha: 1312 / 16420
inv: 1092 / 4099
nor2: 737 / 2766
dfxtp: 627 / 12550
fa: 445 / 8909
xnor2: 396 / 3491
a21oi: 372 / 1881
xor2: 213 / 1866
o21ai: 212 / 1061
a21o: 211 / 1584
nor2b: 201 / 1257
nand2: 192 / 720.7
nor3: 129 / 645.6
o21a: 96 / 720.7
nand3: 80 / 400.4
clkbuf: 74 / 277.8
nand2b: 69 / 431.7
o21bai: 68 / 510.5
a31oi: 55 / 344.1
a211oi: 46 / 345.3
and3: 36 / 225.2
nand4: 28 / 175.2
or3: 28 / 175.2
or2: 26 / 162.7
and2: 22 / 137.6
o211ai: 20 / 155.1
==> layout make-up <==
class / count / area (um^2)
fill: 11270 / 57520
multi-input combinational: 5262 / 46840
sequential: 627 / 12550
inverter: 1092 / 4099
clock buffer: 99 / 2195
tap: 1650 / 2064
clock inverter: 44 / 534.3
timing repair buffer: 25 / 260.3
Power figures rest on the tool's default switching activity, not on a simulated workload.
